==> flow/design.v <==
module data_sampling (
    input   wire            data_sample_en,
    input   wire            RX_IN,
    input   wire    [4:0]   edge_cnt,
    input   wire    [5:0]   prescale,
    input   wire            CLK,
    input   wire            RST,
    output  reg             sampled_bit
);
    reg     A, B, C;
    always @(posedge CLK, negedge RST) begin
        if(!RST)
            begin
                A   <= 1'b0;
                B   <= 1'b0;
                C   <= 1'b0;
            end
        else
            begin
                if(data_sample_en)
                    A   <=      A;
                    B   <=      B;
                    C   <=      C;
                    if (prescale == 6'd8) begin  
                        case (edge_cnt)
                            5'd3:   A <= RX_IN;
                            5'd4:   B <= RX_IN;
                            5'd5:   C <= RX_IN;
                            default: begin
                                A   <=      A;
                                B   <=      B;
                                C   <=      C;
                            end 
                        endcase
                    end else if (prescale == 6'd16) begin
                        case (edge_cnt)
                            5'd7:   A <= RX_IN;
                            5'd8:   B <= RX_IN;
                            5'd9:   C <= RX_IN;
                            default: begin
                                A   <=      A;
                                B   <=      B;
                                C   <=      C;
                            end 
                        endcase
                    end else if (prescale == 6'd32) begin
                        case (edge_cnt)
                            5'd15:   A <= RX_IN;
                            5'd16:   B <= RX_IN;
                            5'd17:   C <= RX_IN;
                            default: begin
                                A   <=      A;
                                B   <=      B;
                                C   <=      C;
                            end 
                        endcase
                    end else    begin
                        case (edge_cnt)
                            5'd3:   A <= RX_IN;
                            5'd4:   B <= RX_IN;
                            5'd5:   C <= RX_IN;
                            default: begin
                                A   <=      A;
                                B   <=      B;
                                C   <=      C;
                            end 
                        endcase
                    end 
            end
    end
    always @(*) begin
        sampled_bit = A&C | A&B | B&C;
    end
endmodule
==> flow/run.sh <==
#!/bin/bash
# OpenROAD 26Q1-2900-gdf79404cd8, Yosys 0.63+post, stock flow scripts
make -C /OpenROAD-flow-scripts/flow DESIGN_CONFIG=/design/flow/config.mk WORK_HOME=/design/flow/orfs finish
==> flow/config.mk <==
export PLATFORM = sky130hd
export DESIGN_NAME = data_sampling
export DESIGN_NICKNAME = data_sampling
export VERILOG_FILES = /design/flow/design.v
export SDC_FILE = /design/flow/constraint.sdc
export NUM_CORES = 4
export LEC_CHECK = 1
export CORE_AREA = 10 10 70 70
export DIE_AREA = 0 0 80 80
==> flow/constraint.sdc <==
current_design data_sampling

set clk_period 1.0
set clk_io_pct 0.2

create_clock -name clk0 -period $clk_period [get_ports {CLK}]

set non_clock_inputs [all_inputs -no_clocks]
set_input_delay [expr $clk_period * $clk_io_pct] -clock clk0 $non_clock_inputs
set_output_delay [expr $clk_period * $clk_io_pct] -clock clk0 [all_outputs]
==> impl_metrics.csv <==
group,metric,value,unit
clock_network,htree_levels,1,
critical_path,crit_arrival,1.36,ns
cells_and_area,finish.utilization,17.4,%
clock_network,clockBufferDepth,2,
cells_and_area,fin_cells,95,
worst_hold_path,hold_class,"input pin to async pin",
critical_path,slowest_delay,0.37,ns
grt,grt_overflow_total,0,
clock_network,worstSkewPairLatency,0.23,ns
critical_path,worstSetupPathType,"input pin to register",
floorplanning,die_width,80,um
job,drv_cap,0,
final_timing,grt_setup_unrepaired,"yes",
status,violations,"negative setup slack",
final_timing,worst_slack,-0.253,ns
yosys,ys_cells,25,
yosys,ys.warnings.count,1,
critical_path,cp_slowest_cell,"mux2_2",
yosys,ys_seq_share,29.3,%
yosys,yosysUniqueCellTypes,16,
final_timing,hold_violations,0,
job,warning_count,29,
floorplanning,num_rows,21,
yosys,synth_area,256,um2
floorplanning,dieArea,6400,um2
yosys,synth_flops,3,
route,route.detailed.drc,0,
critical_path,crit_required,1.11,ns
final_timing,slew_headroom,80.5,%
clock_network,clock-sinks,3,
route,post_drt_wl_per_cell,9.85,um
power_and_ir_drop,power_density,1060,nW/um2
route,post_drt_via_cell_ratio,3.06,
final_timing,finalSetupViolations,4,
final_timing,finalCritPeriodShare,125,%
place,dpl.hpwl,709,um
critical_path,crit_buf_inv,1,
clock_network,postCtsHoldBufs,0,
grt,grt_pass1_wl,1.55,mm
final_timing,whs,0.152,ns
cells_and_area,drive_gt1_share,68.8,%
route,drt_iter0_drc,1,
floorplanning,die.size.y,80,um
yosys,ys_area,256,um2
critical_path,critPathMaxFanout,3,
final_timing,final_max_slew_viol_count,0,
grt,track_usage,2.99,%
place,place_inst,88,
status,status,"complete, but fails checks",
final_timing,fin_crit,1.25,ns
floorplanning,fp_util,7.51,%
critical_path,crit_chain,"buf_6 -> nor4_4 -> a21oi_2 -> a2111oi_2 -> mux2_2",
grt,grt_pass1_vias,332,
power_and_ir_drop,ir_worst_vdd,0.500,mV
critical_path,worst_setup_path_end_kind,"register",
cells_and_area,syn_to_final_growth,131,%
route,first_pass_iters,3,
yosys,synthCells,25,
grt,antenna_found_initial,1,
place,place_congestion,0.793,
yosys,avgSynthCellArea,10.3,um2
clock_network,cts-root-buf,"clkbuf_4",
critical_path,path_delay_family,"multiplexers",
floorplanning,core_area,3420,um2
route,route.vias.total,291,
route,wirelength,936,um
grt,grt_max_degree,6,
route,ant_nets,0,
final_timing,fin_skew,0,ns
final_timing,fmax,798,MHz
final_timing,fin_tns_setup,-0.921,ns
clock_network,cts.reportedPaths.clkPinSlew,0.04,ns
critical_path,critPathLaunchType,"input pin",
cells_and_area,mostFrequentLayoutCells,"buf_6 (5), buf_4 (5), buf_2 (4)",
power_and_ir_drop,leakage,0.231,nW
clock_network,cts_buffers,3,
clock_network,cts_tree,"built",
final_timing,worst_pin_slew,0.290,ns
place,io_buffers,14,
floorplanning,ios,16,
==> worst paths after layout <==
path | startpoint | to | slack, ns | cells after the start
min in group clk0 | B | B | 0.52 | 1
max reg2reg | A | A | 0.11 | 2
max in group asynchronous | RST | A | 0.71 | 1
min reg2reg | B | B | 0.52 | 1
min | RST | C | 0.15 | 1
max | prescale[3] | B | -0.25 | 5
==> per-layer routing <==
metal / vias up / routed length [um] / global-route usage [%]
met5: - / 0 / 0
met4: 0 / 0 / 0.528
met3: 0 / 170 / 2.61
met2: 12 / 356 / 3.85
met1: 135 / 410 / 3.66
li1: 144 / - / -
==> metrics by stage <==
| stage | cell area, um2 | power, mW | setup WS [ns] |
|---|---|---|---|
| after floorplan | 269 | 0.240 | -0.413 |
| after global placement | 489 | 0.357 | -0.975 |
| after detailed placement | 489 | 0.363 | -1.03 |
| after CTS | 551 | 0.598 | -0.262 |
| after global routing | 591 | 0.685 | -0.294 |
| final | 593 | 0.626 | -0.253 |
==> power by group <==
group	total (mW)	leakage [nW]	switching (mW)	internal, mW
clock network	0.210	0.0150	0.0603	0.149
logic	0.244	0.179	0.0876	0.157
registers	0.173	0.0366	0.0180	0.155
total	0.626	0.231	0.166	0.460
==> flip-flops by register name, summed over array words and instances, names as in the netlist <==
register,count
B,1
A,1
C,1
==> layout make-up <==
| class | count | area, um2 |
|---|---|---|
| Fill cell | 386 | 2820 |
| Clock buffer | 4 | 26.3 |
| Multi-Input combinational cell | 21 | 267 |
| Tap cell | 46 | 57.6 |
| Sequential cell | 3 | 75.1 |
| Timing Repair Buffer | 19 | 161 |
| Antenna cell | 1 | 2.50 |
| Inverter | 1 | 3.75 |
==> cell usage after synthesis (all sizes together) <==
master   instances  area, um2
dfrtp            3       75.1
mux2             3       33.8
nor3b            3       22.5
a2111oi          2       17.5
a21oi            2       13.8
nand2b           2       12.5
o22ai            2       12.5
a211oi           1       7.51
and3b            1       8.76
inv              1       3.75
maj3             1       10.0
nand2            1       3.75
nor3             1       5.00
nor4             1       21.3
xor2             1       8.76
==> kinds of logic after synthesis <==
kind of cell	synth area share, %
xor gates and xnor gates	3.42
buffers and inverters	1.46
muxes	13.2
DFF	29.3
AOI/OAI and AO/OA	20.0
adders and majority gates	3.90
and+or+nand+nor	28.8
==> worst register-to-register path, cell delays in order, from the launching register on <==
cell and delay, ns:
dfrtp_1 0.37, buf_4 0.13, mux2_4 0.26
==> what timing repair did <==
action,4_1_cts,5_1_grt
setup buffers,0,2
setup endpoints to repair,4,4
pin swaps,8,6
gates resized,53,8
Power and IR drop assume default switching activity.
