==> flow/design.v <==
module  MUX
(
    input   wire    [1:0]   SEL,
    input   wire            IN0,
    input   wire            IN1,
    input   wire            IN2,
    input   wire            IN3,    
    output  reg             out
);
    always @(*)
        begin
            case(SEL)
                2'b00:  out =   IN0;
                2'b01:  out =   IN1;
                2'b10:  out =   IN2;
                2'b11:  out =   IN3;
            endcase
        end
endmodule
module Tx_FSM
(
    input   wire                CLK,
    input   wire                RST,
    input   wire                PAR_EN,
    input   wire                DATA_VALID,
    input   wire                ser_done,
    output  reg                 ser_en,
    output  reg                 sample,
    output  reg     [1:0]       mux_sel,
    output  reg                 Busy
);
    localparam [2:0]    IDLE_STATE      = 3'b000,
                        START_STATE     = 3'b001,
                        DATA_STATE      = 3'b010,
                        PARITY_STATE    = 3'b011,
                        STOP_STATE      = 3'b100;
    reg     [2:0]   next_state;
    reg     [2:0]   current_state;
    always @(posedge CLK, negedge RST ) 
        begin
            if (!RST) begin
                current_state <= IDLE_STATE;
            end else begin
                current_state <= next_state;    
            end
        end
    always @(*) begin
        case(current_state)
            IDLE_STATE:
                begin
                    Busy    =   0;
                    ser_en  =   0;
                    sample  =   0;
                    mux_sel =   2'b01;
                end
            START_STATE:
                begin
                    Busy    =   1;
                    ser_en  =   0;
                    sample  =   1;
                    mux_sel =   2'b00;
                end
            DATA_STATE:
                begin
                    Busy    =   1;
                    ser_en  =   1;
                    sample  =   0;
                    mux_sel =   2'b10;
                end
            PARITY_STATE:
                begin
                    Busy    =   1;
                    ser_en  =   0;
                    sample  =   0;
                    mux_sel =   2'b11;
                end
            STOP_STATE:
                begin
                    Busy    =   1;
                    ser_en  =   0;
                    sample  =   0;
                    mux_sel =   2'b01;
                end
        endcase
    end
    always @(*) begin
        case (current_state)
            IDLE_STATE:
                begin
                    if(DATA_VALID)
                        next_state  =   START_STATE;
                    else
                        next_state  =   IDLE_STATE;    
                end
            START_STATE:
                begin
                    next_state  =   DATA_STATE;    
                end
            DATA_STATE:
                begin
                    if (ser_done) begin
                        if (PAR_EN) begin
                            next_state  =   PARITY_STATE;
                        end else begin
                            next_state  =   STOP_STATE;
                        end
                    end    
                end
            PARITY_STATE:
                begin
                    next_state  =   STOP_STATE;
                end
            STOP_STATE:
                begin
                    if(DATA_VALID)
                        next_state  =   START_STATE;
                    else
                        next_state  =   IDLE_STATE; 
                end
        endcase
    end
endmodule
module UART_TX #(parameter WIDTH = 8 )
(
    input   wire      [WIDTH - 1 : 0]       P_DATA,
    input   wire                            DATA_VALID,
    input   wire                            PAR_EN,
    input   wire                            PAR_TYP,
    input   wire                            CLK,
    input   wire                            RST,
    output  wire                            TX_OUT,
    output  wire                            Busy
);
    localparam  START_BIT   =   1'b0,
                STOP_BIT    =   1'b1;
    wire    [1:0]   mux_sel;
    wire            ser_data;
    wire            ser_en;
    wire            ser_done;
    wire            sample;
    wire            Par_bit;
Tx_FSM Tx_FSM_module(   .CLK(CLK),
                        .RST(RST),
                        .PAR_EN(PAR_EN),
                        .DATA_VALID(DATA_VALID),
                        .ser_done(ser_done),
                        .ser_en(ser_en),
                        .sample(sample),
                        .mux_sel(mux_sel),
                        .Busy(Busy)
                        );
serializer ser_module(  .CLK(CLK),
                        .RST(RST),
                        .DATA(P_DATA),
                        .ser_en(ser_en),
                        .sample(sample),
                        .DATA_VALID(DATA_VALID),
                        .ser_done(ser_done),
                        .ser_data(ser_data)
                        );
parity_calc parity_module(  .RST(RST),
                            .DATA(P_DATA),
                            .DATA_VALID(DATA_VALID),
                            .PAR_TYP(PAR_TYP),
                            .Par_bit(Par_bit)
                            );
MUX mux_module( .SEL(mux_sel),
                .IN0(START_BIT),
                .IN1(STOP_BIT),
                .IN2(ser_data),
                .IN3(Par_bit),
                .out(TX_OUT)
                );
endmodule
module parity_calc #(parameter WIDTH = 8)
(
    input   wire                        RST,
    input   wire    [WIDTH - 1 : 0]     DATA,
    input   wire                        DATA_VALID,
    input   wire                        PAR_TYP,
    output  reg                         Par_bit
);
    reg [WIDTH - 1 : 0] SAMPLED_DATA;
    always @(*)
        begin
            case(PAR_TYP)
                1'b0:   Par_bit =  ^SAMPLED_DATA;
                1'b1:   Par_bit = ~^SAMPLED_DATA;
            endcase
        end
    always @(*) begin
        if (!RST) begin
            SAMPLED_DATA = 'b0;
        end
        else if(DATA_VALID)
            begin
                SAMPLED_DATA = DATA;
            end
        else
            begin
                SAMPLED_DATA = SAMPLED_DATA;
            end
    end
endmodule
module  serializer #(parameter  WIDTH = 8, parameter BITS = 3 )
(
    input   wire                        CLK,
    input   wire                        RST,
    input   wire    [WIDTH - 1 : 0]     DATA,
    input   wire                        ser_en,
    input   wire                        sample,
    input   wire                        DATA_VALID,
    output  wire                        ser_done,
    output  reg                         ser_data
);
    reg [BITS : 0]          counter;
    reg [WIDTH - 1 : 0]     shift_reg;
    reg [WIDTH - 1 : 0]     buffer_reg;
    always @(negedge RST,posedge CLK)
        begin
            if(!RST)
                counter <= 'b000;
            else
                if (ser_en) begin
                    counter <= counter + 1'b1;
                end else begin
                    counter <= 'b0;
                end
        end
    assign ser_done = counter[BITS];
    always @(negedge RST, posedge CLK) begin
        if(!RST) begin
            shift_reg   <=  'b0;
            ser_data    <= 1'b0;
        end
        else if (sample) begin
            shift_reg <= buffer_reg;
            ser_data    <= 1'b0;
        end   
        else    begin
            if (ser_en) begin
                    shift_reg   <= (shift_reg >> 1'b1);
                    ser_data    <= shift_reg[0];
                end else begin
                    shift_reg <= 'b0;
                end
        end
    end
    always @(*) begin
        if(DATA_VALID)
            buffer_reg  =   DATA;
        else
            buffer_reg  =   buffer_reg;
    end
endmodule
==> flow/run.sh <==
#!/bin/bash
# OpenROAD 26Q1-2900-gdf79404cd8, Yosys 0.63+post, stock flow scripts
make -C /OpenROAD-flow-scripts/flow DESIGN_CONFIG=/design/flow/config.mk WORK_HOME=/design/flow/orfs finish
==> flow/config.mk <==
export PLATFORM = sky130hd
export DESIGN_NAME = UART_TX
export DESIGN_NICKNAME = UART_TX
export VERILOG_FILES = /design/flow/design.v
export SDC_FILE = /design/flow/constraint.sdc
export NUM_CORES = 4
export LEC_CHECK = 1
export CORE_AREA = 10 10 103 103
export DIE_AREA = 0 0 113 113
==> flow/constraint.sdc <==
current_design UART_TX

set clk_period 1.2
set clk_io_pct 0.2

create_clock -name clk0 -period $clk_period [get_ports {CLK}]

set non_clock_inputs [all_inputs -no_clocks]
set_input_delay [expr $clk_period * $clk_io_pct] -clock clk0 $non_clock_inputs
set_output_delay [expr $clk_period * $clk_io_pct] -clock clk0 [all_outputs]
==> out/summary.txt <==
# rows: 33
vias in the first global route: 680
maximum fanout along the worst path: 1
CTS root buf: clkbuf_8
ratio of cells with drive above 1 in the final layout: 8.47%
cts bufs inserted: 3
tool warning count: 27
die width: 113 µm
WL/cell: 8.96 µm
Final Hold Violation Tally: 0
failing checks: setup timing
DRT Pass-1 Iters: 4
slew margin rel.: 72.9%
Worst-path clk slew: 0.06 ns
I/O Pins: 15
count of cell types in the netlist: 24
register pins left without a clock: 24
DIE AREA: 0.0128 mm²
endpoints left unconstrained: 29
Post-route DRC: 0
RePlAce Congestion: 0.736
yosys synthesis chip area: 0.00117 mm²
Post-DP HPWL: 1570 µm
worst path required time: 0.96 ns
GRT Resource Usage Total: 3.07%
Post-synth EDFFs: 0
Critical-path top delay cell: xnor3_1
via count: 679
Place WS: -1.06 ns
min setup slack post-route: -0.223 ns
cell depth of the worst flop-to-flop path: 3
Port-buffer cells: 14
metal3 WL: 115 µm
Crit path largest cell delay: 0.26 ns
crit-path cells: buf_6 -> xnor2_2 -> xnor3_1 -> xnor2_2 -> a31oi_2 -> buf_2
Ys Warns: 4
initial antenna violation count: 0
CTS Hold Bufs: 0
Top Layer Used: met4
CTS tree: yes
Worst Skew: 0.00111 ns
Dominant flop cell: dlxtn_1
Max VDD drop: 0.775 mV
clk latency late pin: 0.24 ns
Async SR Flop Fraction: 40.0%
Final Max Tran Viols: 0
# Cells Yosys: 102
Setup CP Type: input port to output pin
achievable frequency: 703 MHz
Yosys top cell by area: dfrtp_1
M1 WL: 1090 µm
Data arrival, critical path: 1.18 ns
unrepaired setup endpoints after global routing: true
Max H-tree Level: 1
fp_density: 14.1%
Synth-to-Final Area Change: 29.1%
most used cell, CP: xnor2_2
WHS: 0.328 ns
Setup-failing EPs final: 1
max cap viols: 0
core region area: 0.00830 mm²
Lkg Pwr: 0.688 nW
Worst setup SP type: input port
first-pass GRT wire length: 3360 µm
post-synthesis cell count: 102
ant diodes: 0
Top cell area share: 34.2%
Seq cells post-synth: 40
fin util: 18.2%
Design Area, Final: 0.00151 mm²
post-synthesis instance area: 0.00117 mm²
gr ovfl total: 0
DR vias/cell: 3.04
CP Depth: 6
worst min-delay path class: input port to async pin
Synth top cells by count: dfrtp_1 (16), dlxtn_1 (16), and2_1 (12), dlxtp_1 (8)
die height: 113 µm
top cells by area: dfrtp_1 (34%), dlxtn_1 (21%), dlxtp_1 (10%)
Critical Path End Type: output pin
synthesized area per cell: 11.5 µm²
Post-Place Cell Area: 0.00144 mm²
Total Wirelength: 2000 µm
Post-DRT Antenna Nets: 0
Fin Setup TNS: -0.223 ns
power per cell area: 772 mW/mm²
largest net degree at the start of global routing: 26
status: finished with violations
crit share post-route: 119%
Worst Max-Slew Pin Slew: 0.406 ns
CP bufs+invs: 2
DR iter-0 viols: 27
family with the most delay on the worst path: XOR/XNOR gates
minimum clock period: 1.42 ns
Detail Route met2 WL: 779 µm
Max Root-Sink Buffers: 2
==> layer usage <==
metal	vias up	GRT usage [%]
met5	-	0
met4	0	0.169
met2	12	4.11
met3	2	1.12
met1	298	4.78
li1	367	-
==> worst register-to-register path: cells and delay by family, from the launching register on <==
family	cells	cell delay (ns)
simple gates	1	0.15
xor+xnor	1	0.16
flops	1	0.40
fa+ha+maj	1	0.22
==> repair_timing <==
item,CTS,global route
setup buffers,0,0
hold endpoints to repair,0,0
pin swaps,3,0
setup endpoints to repair,1,1
gates resized,10,1
==> power by group <==
group / internal [W] / total, W / switching [W]
clock: 0.000291 / 0.000467 / 0.000176
sequential: 0.000581 / 0.000587 / 0.00000635
combinational: 0.0000669 / 0.000113 / 0.0000461
==> layout make-up <==
type | instances | area [µm²]
sequential | 40 | 761
inverter | 1 | 3.75
clock buffer | 4 | 55.1
multi-input combinational | 58 | 417
timing repair buffer | 15 | 144
tap | 105 | 131
fill | 902 | 6790
==> path summary, 6_finish.rpt <==
kind / start / endpoint / slack, ns
max: PAR_TYP / TX_OUT / -0.22
min: RST / Tx_FSM_module.current_state[2] / 0.33
max reg2reg: ser_module.counter[0] / ser_module.counter[2] / 0.17
min reg2reg: ser_module.shift_reg[5] / ser_module.shift_reg[4] / 0.46
max in group asynchronous: RST / ser_module.shift_reg[1] / 0.66
min in group clk0: ser_module.shift_reg[5] / ser_module.shift_reg[4] / 0.46
==> cells in the final DEF (no fill, tap or decap) <==
master           synthesis  layout
buf_2                    0       1
dfrtp_1                 16      16
ha_1                     1       1
and2_1                  12      12
clkdlybuf4s50_1          0      12
buf_6                    0       1
a21o_1                   1       1
xnor2_1                  5       3
nor2b_1                  5       5
nand2_1                  4       4
dlxtn_1                 16      16
nand3_1                  1       1
xnor2_2                  0       2
nor2_1                   6       6
dlxtp_1                  8       8
o21a_1                   1       1
inv_1                    1       1
mux2i_1                  1       1
xor2_1                   3       3
xnor3_1                  1       1
a22o_1                   6       6
buf_4                    0       1
a31oi_2                  0       1
a21oi_1                  3       3
nor3_1                   1       1
nand2b_1                 3       3
clkbuf_8                 0       4
o21ai_0                  2       2
o22a_1                   1       1
==> stage by stage <==
step	power (W)	std cells
after global placement	0.000706	219
after floorplan	0.000634	102
final	0.00117	223
after detailed placement	0.000707	219
after CTS	0.00118	223
after global routing	0.00121	223
==> logic make-up after synthesis <==
| family | share of synthesized area [%] |
|---|---|
| AOI/OAI and AO/OA | 9.19 |
| muxes | 0.855 |
| DFF | 34.2 |
| xor gates and xnor gates | 7.91 |
| adders and majority gates | 1.07 |
| and+or+nand+nor | 14.7 |
| buffers and inverters | 1.28 |
| latches | 30.8 |
Power and IR drop assume default switching activity.
