### design/flow/config.mk
export PLATFORM = sky130hd
export DESIGN_NAME = edge_bit_counter
export DESIGN_NICKNAME = edge_bit_counter
export VERILOG_FILES = /design/flow/design.v
export SDC_FILE = /design/flow/constraint.sdc
export NUM_CORES = 4
export LEC_CHECK = 1
export CORE_AREA = 10 10 72 72
export DIE_AREA = 0 0 82 82
### design/flow/constraint.sdc
current_design edge_bit_counter

set clk_period 2.2
set clk_io_pct 0.2

create_clock -name clk0 -period $clk_period [get_ports {CLK}]

set non_clock_inputs [all_inputs -no_clocks]
set_input_delay [expr $clk_period * $clk_io_pct] -clock clk0 $non_clock_inputs
set_output_delay [expr $clk_period * $clk_io_pct] -clock clk0 [all_outputs]
### design/flow/run.sh
#!/bin/bash
# OpenROAD 26Q1-2900-gdf79404cd8, Yosys 0.63+post, stock flow scripts
make -C /OpenROAD-flow-scripts/flow DESIGN_CONFIG=/design/flow/config.mk WORK_HOME=/design/flow/orfs finish
### design/flow/design.v
module edge_bit_counter (
    input   wire            enable,
    input   wire            CLK,
    input   wire            RST,
    input   wire    [5:0]   prescale,             
    output  reg     [4:0]   edge_cnt,
    output  reg     [3:0]   bit_cnt
);
    always @(posedge CLK, negedge RST) begin
        if(!RST)
            begin
                edge_cnt <= 5'b0;
                bit_cnt  <= 5'b0; 
            end
        else
            if(enable)
                begin   
                    if(edge_cnt == prescale - 1)
                        begin
                            edge_cnt <= 5'b0;
                            bit_cnt  <= bit_cnt + 4'b1;
                        end
                    else
                        begin
                            edge_cnt <= edge_cnt + 5'b1;
                            bit_cnt  <= bit_cnt;
                        end
                end
            else
                begin
                    edge_cnt <= 5'b0;
                    bit_cnt  <= 5'b0;
                end
    end
endmodule
==> insert_results.sql <==
-- generated from flow reports
INSERT INTO impl_metrics (metric_group, metric, value, unit) VALUES
('synthesis', 'mappedNetlistArea', '562', 'um2'),
('cts', 'cts-root-to-sink-buffers', '2', ''),
('synthesis', 'synth_chip_area', '562', 'um2'),
('route', 'detail_route.iter0.violations', '7', ''),
('route', 'wirelength', '1370', 'um'),
('synthesis', 'avgSynthCellArea', '10.0', 'um2'),
('sta', 'fmaxAchievable', '0.475', 'GHz'),
('sta', 'fin_ws', '0.0959', 'ns'),
('cts', 'cts.root.buffer_cell', 'sky130_fd_sc_hd__clkbuf_8', ''),
('floorplanning', 'core.rowCount', '22', ''),
('worst_setup_path', 'path_class', 'primary input to flop', ''),
('synthesis', 'synth_top_area_share', '40.1', '%'),
('global_routing', 'initial_antenna_violation_count', '0', ''),
('sta', 'slew_headroom', '73.0', '%'),
('run_status', 'run_status', 'finished, final reports clean', ''),
('route', 'antenna_left', '0', ''),
('route', 'vias', '502', ''),
('sta', 'finalHoldWorstSlack', '0.509', 'ns'),
('synthesis', 'synth.largest_area_cell', 'sky130_fd_sc_hd__dfrtp_1', ''),
('placement', 'placed_cell_area', '822', 'um2'),
('power', 'combPwrFrac', '17.6', '%'),
('floorplanning', 'ioPinCount', '18', ''),
('route', 'post_drt_via_cell_ratio', '3.89', ''),
('cts', 'tritoncts', 'built', ''),
('worst_setup_path', 'reg2reg_slack', '0.25', 'ns'),
('sta', 'fin_crit_sh', '95.6', '%'),
('floorplanning', 'die_y', '82', 'um'),
('power', 'vdd_ir_drop_max', '0.000288', 'V'),
('worst_setup_path', 'endpoint_kind', 'flop', ''),
('worst_setup_path', 'crit_required', '2.35', 'ns'),
('power', 'clock_power_share', '41.7', '%'),
('power', 'intPower', '345', 'uW'),
('worst_setup_path', 'critPathLaunch', 'prescale[3]', ''),
('floorplanning', 'area_of_the_core', '3690', 'um2'),
('floorplanning', 'initial_core_utilization', '15.2', '%'),
('final_layout', 'finish.instance_area', '895', 'um2'),
('worst_setup_path', 'worstRegToRegCells', '5', ''),
('synthesis', 'async_set_reset_flop_share_out_of_synthesis', '100', '%'),
('worst_setup_path', 'regToRegStartpoint', 'edge_cnt[2]', ''),
('power', 'seq_power_share', '40.7', '%'),
('floorplanning', 'die_w', '82', 'um'),
('worst_setup_path', 'critPathArrivalTime', '2.26', 'ns'),
('synthesis', 'edf_count', '0', ''),
('power', 'cellPowerDensity', '499', 'nW/um2'),
('cts', 'cts.reportedPaths.clkPinSlew', '0.04', 'ns'),
('synthesis', 'flop_cell', 'sky130_fd_sc_hd__dfrtp_1', ''),
('route', 'remaining_drc_errors', '0', ''),
('route', 'route.detailed.wl_per_inst', '10.7', 'um'),
('power', 'sw_frac_of_total', '22.6', '%'),
('cts', 'clock_tree.htree_level_count', '1', ''),
('placement', 'dp_worst_setup_slack', '-0.371', 'ns'),
('sta', 'timing.final.hold_violations', '0', ''),
('flow_run', 'max-cap-violations', '0', ''),
('placement', 'io_buffer_count', '17', ''),
('final_layout', 'area_growth_syn_to_layout', '59.2', '%'),
('cts', 'numCtsBuffers', '3', ''),
('sta', 'tightest_slew', '0.404', 'ns'),
('worst_setup_path', 'rr_endpoint', 'bit_cnt[3]', ''),
('route', 'drt_first_pass_iters', '4', ''),
('sta', 'final.setup.tns', '0', 'ns'),
('final_layout', 'final_core_utilization', '24.3', '%'),
('synthesis', 'post_synth_num_cell_types', '20', ''),
('cts', 'clock_latency', '0.23', 'ns'),
('cts', 'postCtsSetupRepairBufs', '0', ''),
('synthesis', 'most_frequent_cells_after_synthesis', 'sky130_fd_sc_hd__dfrtp_1, sky130_fd_sc_hd__nor2_1, sky130_fd_sc_hd__xor2_1', ''),
('power', 'cellLeakagePower', '0.000372', 'uW'),
('sta', 'skew', '0.00355', 'ns'),
('synthesis', 'ys_ff', '9', ''),
('synthesis', 'ys_seq_share', '40.1', '%'),
('sta', 'final-max-slew-violation-count', '0', ''),
('synthesis', 'synth.yosys.num_cells', '56', '');
-- layout by cell type (no fill, tap or decap) --
cell	Yosys	final
sky130_fd_sc_hd__nor2_2	0	2
sky130_fd_sc_hd__o31ai_2	0	1
sky130_fd_sc_hd__ha_1	3	3
sky130_fd_sc_hd__clkdlybuf4s50_1	0	14
sky130_fd_sc_hd__clkbuf_1	0	1
sky130_fd_sc_hd__dlygate4sd2_1	0	2
sky130_fd_sc_hd__dlymetal6s2s_1	0	1
sky130_fd_sc_hd__nor3b_2	0	2
sky130_fd_sc_hd__clkbuf_8	0	3
sky130_fd_sc_hd__xnor3_1	1	1
sky130_fd_sc_hd__nand2_1	4	4
sky130_fd_sc_hd__nor3_1	1	1
sky130_fd_sc_hd__xor2_1	5	4
sky130_fd_sc_hd__dfrtp_1	9	9
sky130_fd_sc_hd__xnor2_1	4	4
sky130_fd_sc_hd__mux2i_1	3	3
sky130_fd_sc_hd__nand2b_1	3	3
sky130_fd_sc_hd__inv_1	3	3
sky130_fd_sc_hd__nand3_1	3	3
sky130_fd_sc_hd__nor2_1	7	5
sky130_fd_sc_hd__nand3b_1	1	1
sky130_fd_sc_hd__o21ai_1	1	1
sky130_fd_sc_hd__o2111ai_1	1	1
sky130_fd_sc_hd__or4_1	2	2
sky130_fd_sc_hd__xor2_2	0	1
sky130_fd_sc_hd__a21boi_1	1	1
sky130_fd_sc_hd__a311o_1	1	1
sky130_fd_sc_hd__buf_4	0	4
-- per-stage QoR --
stage / total power [uW] / std cells
after floorplan: 214 / 56
final: 446 / 129
after detailed placement: 262 / 125
after global placement: 261 / 125
after global routing: 473 / 129
after CTS: 451 / 129
-- cell type report --
cell class                      instances  area (um2)
Clock buffer                            4        45.0
Tap cell                               48        60.1
Inverter                                3        11.3
Sequential cell                         9         225
Timing Repair Buffer                   21         200
Fill cell                             397        2790
Multi-Input combinational cell         44         353
-- per-layer routing --
layer / part of all wire, % / vias to the layer above / wire length (um) / GRT usage (%)
met2: 45 / 17 / 613 / 6.82
met3: 9.5 / 2 / 131 / 1.87
met5: 0 / - / 0 / 0
met4: 0.73 / 0 / 10 / 0.340
li1: - / 247 / - / -
met1: 45 / 236 / 619 / 6.12
-- kinds of logic after synthesis --
| family | after synthesis | synth area share (%) |
|---|---|---|
| simple gates | 23 | 20.9 |
| xor+xnor | 10 | 18.0 |
| flops | 9 | 40.1 |
| compound gates | 5 | 6.90 |
| buf+inv | 3 | 2.00 |
| mux | 3 | 5.35 |
| fa+ha+maj | 3 | 6.68 |
-- critical path: stages --
cell and delay, ns:
sky130_fd_sc_hd__clkdlybuf4s50_1 0.47, sky130_fd_sc_hd__or4_1 0.44, sky130_fd_sc_hd__nor2_2 0.14, sky130_fd_sc_hd__xor2_2 0.10
sky130_fd_sc_hd__or4_1 0.51, sky130_fd_sc_hd__a21boi_1 0.16
-- power by group through the flow --
| stage | clock [uW] | sequential (uW) | combinational [uW] |
|---|---|---|---|
| after global routing | 202 | 183 | 88.4 |
| final | 186 | 181 | 78.5 |
| after CTS | 191 | 182 | 78.4 |
-- worst max-delay path by stage --
stage / slack [ns] / end
global route: -0.01 / bit_cnt[3]
CTS: 0.01 / bit_cnt[3]
finish: 0.1 / bit_cnt[3]
-- flip-flops by register name (all words and copies together), names as in the netlist --
signal and cells:
edge_cnt 5, bit_cnt 4
-- timing repair --
| action | CTS | global route |
|---|---|---|
| hold buffers | 0 | 0 |
| pin swaps | 5 | 3 |
| setup endpoints to repair | 8 | 9 |
| resized | 4 | 5 |
No activity file was given, so power comes from the tool's default toggle rates.
